## config.mk

```make
export PLATFORM = sky130hd
export DESIGN_NAME = sram
export DESIGN_NICKNAME = sram
export VERILOG_FILES = /design/flow/design.v
export SDC_FILE = /design/flow/constraint.sdc
export NUM_CORES = 4
export LEC_CHECK = 1
export CORE_UTILIZATION = 30
```

## constraint.sdc

```tcl
current_design sram

set clk_period 2.5
set clk_io_pct 0.2

create_clock -name clk0 -period $clk_period [get_ports {clk}]

set non_clock_inputs [all_inputs -no_clocks]
set_input_delay [expr $clk_period * $clk_io_pct] -clock clk0 $non_clock_inputs
set_output_delay [expr $clk_period * $clk_io_pct] -clock clk0 [all_outputs]
```

## design.v

```verilog
module sram ( clk, rst_n, address, data_in, data_out, we_n, cs_n);
input clk; 
input rst_n;
input [1:0] data_in;
output reg [1:0] data_out;
reg [3:0] space0 [3:0];
reg [3:0] space1 [3:0];
input [3:0] address;
input wire we_n;
input wire cs_n;
always@(posedge clk ) begin
	if (!rst_n) begin
		space0[0] <= 0;
		space0[1] <= 0;
		space0[2] <= 0;
		space0[3] <= 0;
		space1[0] <= 0;
		space1[1] <= 0;
		space1[2] <= 0;
		space1[3] <= 0;
		data_out <= 2'bx;
	end
	else if (we_n == 0 && cs_n == 0) begin
		space0[address[3:2]][address[1:0]] <= data_in[0];
		space1[address[3:2]][address[1:0]] <= data_in[1];
		data_out[0] <= 1'bx;
		data_out[1] <= 1'bx;
	end 
	else if(we_n == 1 && cs_n == 0)begin
		data_out[0] <= space0[address[3:2]][address[1:0]];
		data_out[1] <= space1[address[3:2]][address[1:0]];
	end
	else if(cs_n == 1)begin
		data_out[0] <= 1'bx;
		data_out[1] <= 1'bx;
	end
	else begin
		space0[0] <= 0;
		space0[1] <= 0;
		space0[2] <= 0;
		space0[3] <= 0;
		space1[0] <= 0;
		space1[1] <= 0;
		space1[2] <= 0;
		space1[3] <= 0;
	end
end
endmodule
```

## run.sh

```bash
#!/bin/bash
# OpenROAD 26Q1-2900-gdf79404cd8, Yosys 0.63+post, stock flow scripts
make -C /OpenROAD-flow-scripts/flow DESIGN_CONFIG=/design/flow/config.mk WORK_HOME=/design/flow/orfs finish
```

==> reports/metrics.yaml <==
simple_gate_area_share_pct: 16.5
gp_congestion: 0.827
synthCells: 134
worst_hold_path.num_cells: 3
yosysWarnings: 1
fill_cells: 476
die_y_um: 75.9
clkPwrFrac_pct: 31.6
fmax_mhz: 501
dieArea_mm2: 0.00576
final_antenna_net_count: 0
drt-wirelength-per-cell_um: 15.0
mux_area_share_pct: 11.5
detail_route.iter0.violations: 51
cts.sinks: 34
cts_setup_buffers: 0
drv_cap: 0
clock_tree.buffer_depth: 2
rsz0062_at_grt: "no"
area_growth_pct: 16.6
critPathTopFamily: "simple AND/OR/NAND/NOR gates"
leakage_nw: 0.595
finalCriticalPeriod_ns: 2.00
synth_cell_types: 18
cts_hold_buf: 0
holdPathEnd: "data_out[1]"
worstPathRequired_ns: 2.46
tool_warnings: 25
combinationalPowerShare_pct: 10.3
net-switching-power_uw: 247
coreArea_mm2: 0.00517
crit_chain: "clkdlybuf4s50_1, nor3_1, nand3_1, o21ai_0"
grt_max_degree: 18
hpwl_um: 2360
grt_pass1_vias: 1055
synth_flops: 34
path_class: "in2reg"
adder_share_pct: 0
avgSynthCellArea_um2: 12.2
num_rows: 26
period_used_pct: 79.8
wl_um: 3290
crit_buf_inv: 1
numCtsBuffers: 5
grt_usage_pct: 14.0
sw_frac_of_total_pct: 21.5
fin_tns_setup_ns: 0
antenna_found_initial: 0
vias: 1070
slowest_delay_ns: 0.42
drv_slew: 0
setup_viol: 0
start_kind: "primary input"
grt_pass1_wl_um: 5320
reg2reg_slack_ns: 1.13
firstDrtPassIters: 4
r2r-end: "data_out[1]"
finClkSkew_ns: 0.00653
cts_tree: "yes"
antenna_cells: 0
aoi_share_pct: 5.81
route.detailed.drc: 0
p_seq_share_pct: 58.1
drive_above_1_share_pct: 11.4
synthXorXnorAreaFrac_pct: 0
postLayoutCoreUtil_pct: 36.9
rr_worst_depth: 3
hold_path.class: "reg2reg"
root_buffer: "clkbuf_8"
p_int_uw: 902
critical_path.max_fanout: 12
hold_viol_final: 0
critPathSlowestCell: "clkdlybuf4s50_1"
htreeDepth: 2
seq_area_mm2: 0.00102
ctsResizeCount: 0
yosys-stat-cells: 134
seq_area_frac_synth_pct: 62.3
yosysChipArea_mm2: 0.00164
status: "finished clean"
p_per_area_mw_per_mm2: 602
worst_setup_path_end_kind: "flip-flop"
via_per_inst: 4.89
worstPathArrival_ns: 1.95
combGateArea_um2: 561
initCoreUtil_pct: 31.7
logic_family: "simple AND/OR/NAND/NOR gates"
reg2reg_from: "space1[1][2]"
overflow: 0
clkTransAtPathRegs_ns: 0.07
die_w_um: 75.9
numPortBuffers: 11
max-vdd-ir-drop_uv: 177
min_from: "space1[2][1]"
synthesis.area_mm2: 0.00164
pin_count: 12
worst_skew_pair.late_latency_ns: 0.28
==> worst register-to-register path, stage by stage (launching register included) <==
cell and delay, ns:
edfxtp_1 0.38, mux4_2 0.50, a22oi_1 0.17, nand3_1 0.09
==> power groups by stage <==
stage     combinational (mW)  clock, mW  sequential (mW)
6_report               0.118      0.364            0.667
5_1_grt                0.131      0.395            0.671
4_1_cts                0.118      0.366            0.668
==> through the flow <==
stage | setup WS [ns] | instance area [um^2] | total power [mW] | hold slack, ns | instances
finish | 0.505 | 1910 | 1.15 | 0.753 | 219
global placement | 0.267 | 1830 | 0.796 | 0.763 | 211
detailed placement | 0.209 | 1830 | 0.798 | 0.749 | 211
CTS | 0.498 | 1910 | 1.15 | 0.759 | 219
global route | 0.305 | 1910 | 1.20 | 0.804 | 219
floorplan | 0.824 | 1640 | 0.747 | 0.692 | 135
==> logic make-up after synthesis <==
| family | count (synthesis) |
|---|---|
| AND-OR/OR-AND | 18 |
| AND/OR/NAND/NOR | 63 |
| flip-flops | 34 |
| multiplexers | 8 |
| other | 1 |
| buffers and inverters | 10 |
==> cell usage after synthesis <==
cell type | count | area (um^2)
buf_6 | 2 | 22.5
nor3_1 | 1 | 5.00
mux4_2 | 6 | 135
nand2b_1 | 2 | 12.5
clkbuf_1 | 2 | 7.51
nand2_1 | 10 | 37.5
a22oi_1 | 2 | 15.0
o21ai_1 | 1 | 5.00
conb_1 | 1 | 3.75
or2_2 | 1 | 6.26
buf_2 | 6 | 30.0
nor2_1 | 35 | 131
nand4_1 | 1 | 6.26
mux4_1 | 2 | 52.6
o21ai_0 | 15 | 75.1
nor2b_1 | 5 | 31.3
edfxtp_1 | 34 | 1020
nand3_1 | 8 | 40.0
==> layer usage <==
layer	up-vias	wire (um)	track usage [%]
met5	-	0	0
met4	0	51	1.85
met3	6	362	5.76
met2	53	1510	20.8
met1	498	1370	21.1
li1	513	-	-
==> cells in the final DEF (no fill, tap or decap), types with 2 or more instances in the layout <==
cell,n
nor2_1,35
edfxtp_1,34
o21ai_0,15
clkdlybuf4s50_1,11
nand2_1,10
nand3_1,8
mux4_2,6
nor2b_1,5
clkbuf_8,5
buf_4,4
clkinv_1,3
nand2b_1,2
a22oi_1,2
mux4_1,2
conb_1,2
==> final cells by class <==
class,count,share of cell area (%)
Sequential cell,34,53.5
Timing Repair Buffer,16,8.39
Tap cell,70,4.59
Clock buffer,5,3.60
Clock inverter,3,0.590
Multi-Input combinational cell,91,29.4
==> flip-flops by register name (all words and copies together) (netlist names) <==
signal	count
space0	16
space1	16
data_out	2
==> worst max path at each step <==
stage / slack, ns / to / startpoint / cells after the start
4_1_cts: 0.50 / space1[3][2] / address[0] / 4
5_1_grt: 0.31 / space0[1][2] / address[0] / 4
6_report: 0.50 / space1[3][2] / address[0] / 4
Power and IR drop assume default switching activity.
