===== /design/flow/design.v =====
module BIST_MARCH(
	 clk, 
	 rst_n, 
	 memory, 
	 a,
	 we_n_march,
	 cs_n_march,
	 tester,
	 test_pattren, 
	 pass_or_fail , 
	 test_down
);
input tester;
input clk; 
input rst_n;
input [1:0] memory;
output reg[3:0] a;
output reg[1:0]test_pattren;  
output reg pass_or_fail;
output reg test_down;
output we_n_march;
output cs_n_march;
reg[4:0]  C_STATE , next_state;
reg we_n_march ;
reg cs_n_march ;
reg[1:0] c ;
reg[1:0] d ;
reg[3:0] count ;   
reg[3:0] count1 ;  
reg[3:0] address_compare ;
parameter START = 3'b000;
parameter S1 = 3'b001;         
parameter S2 = 3'b010;         
parameter S3 = 3'b011;         
parameter S4 = 3'b100;
parameter S5 = 3'b101;
parameter DONE = 3'b110;
always@(posedge clk ) begin
	if (!rst_n) begin
		C_STATE <= START;
	end
	else begin
		C_STATE <= next_state;
	end
end
always @(*) begin
	case(C_STATE)
		START : if(a == 0) next_state = S1;
				else next_state = START;
		S1 : if(a == 15) next_state = S2;
			 else if (a < 16) begin
				next_state = S1;
			 end
			 else next_state = S1;
		S2 : if(a < 16) next_state = S3;
			 else next_state = S1;
		S3 : next_state = S4;
		S4 : if(a < 15) next_state = S2;
			 else if(a == 15) begin
				if(count1 == 1)next_state = S5;
				else if(count1 == 4)next_state = S5;
				else next_state = S2;
			end
			else next_state = S2;
		S5 : if(a == 15) 
				if(count1 == 2)next_state = S2;
				else next_state = DONE;
			 else next_state = S5;
		DONE : next_state = DONE;
		default next_state = C_STATE;
	endcase
end
always@(posedge clk) begin
	if (!rst_n) begin
		a <= 0;
	end
	else if(C_STATE == S1)begin
		a <= a + 1;
	end
	else if(next_state == S2 && C_STATE == S1 )begin
		if(C_STATE == S1 ) a <= 0;
		else  a <= a;
	end
	else if(C_STATE == S3)begin
		a <= a ;
	end
	else if(C_STATE == S4)begin
			if(a==15)a <= 0;
			else a <= a + 1;
	end
	else if(C_STATE == S5)begin
		a <= a + 1;
	end
	else a <= a;
end
always@(posedge clk) begin
	if (!rst_n) begin
		we_n_march <= 2'b0;
		cs_n_march <= 2'b0;
		test_pattren <= 2'bx;
	end
	else if(C_STATE == START)begin
		we_n_march <= 0;
		cs_n_march <= 0;
		test_pattren <= 0;
	end
	else if(next_state == S2)begin
		we_n_march <= 1;
		cs_n_march <= 0;
		test_pattren <= 2'bx;
	end
	else if(next_state == S3)begin
		we_n_march <= 0;
		cs_n_march <= 0;
		if(count1 == 0) test_pattren <= 1;
		else if(count1 == 1) test_pattren <= 3;
		else if(count1 == 3) test_pattren <= 1;
		else if(count1 == 4) test_pattren <= 0;
		else test_pattren <= 0;
	end
	else if(next_state == S4)begin
		we_n_march <= 1;
		cs_n_march <= 0;
		test_pattren <= 2'bx;
	end
	else if(next_state == S5)begin
		we_n_march <= 1;
	end
	else if(next_state == DONE)begin
		cs_n_march <= 1;
	end
	else cs_n_march <= 0;
end
always@(posedge clk) begin
	if (!rst_n) begin
		c <= 0 ; 
	end
	else if(C_STATE == START)begin
		c <= 0 ;
	end
	else if(next_state == S2)begin
		 if(count1 == 0 && C_STATE == S4) begin
			if(a == 15) c <= 1;
			else c <= 0;
		 end
		else if(count1 == 1)  c <= 1;
		else if(count1 == 2)  c <= 3;
		else if (count1 == 3) begin
			if(next_state == 4) c <= 1;
			else if (a == 15) c <=1; 
			else c <= 3;
		end
		else if (count1 == 4) c <= 1;
		else c <= 0;
	end
	else if(next_state == S4)begin
		c <= test_pattren;
	end
	else if(next_state == S5)begin
		if(count1 ==2 || count1 ==1) c <= 3;
		else c <= 0;
	end
	else if(next_state == DONE)begin
		c <= 0;
	end
	else c <= c;
end
always@(posedge clk) begin
	if (!rst_n) begin
		count1 <= 0 ;
	end
	else if(C_STATE == 4 && a == 15)begin
		count1 <= count1 + 1 ;
	end
	else if(C_STATE == 5 && a == 15)count1 <= count1 + 1 ;
	else count1 <= count1;
end
always@(posedge clk) begin
	if (!rst_n) begin
		d <= 0 ; 
	end
	else if(C_STATE == START)begin
		d <= c ;
	end
	else if(next_state == S2)begin
		d <= c;
		end
	else if(next_state == S3)begin
		d <= c;
		end
	else if(next_state == S4)begin
		d <= c;
		end
	else if(next_state == S5)begin
		d <= c;	
	end
	else if(next_state == DONE)begin
		d <= c;	
	end
	else d <= c;
end
always@(posedge clk) begin
	if(tester == 0) begin
		if (!rst_n) begin
			pass_or_fail <= 0 ; 
		end
		else if(count < 16)begin
			if(C_STATE == S2)begin
				if(a > 0)begin 
					if(d == memory) pass_or_fail <= 0 ; 
					else pass_or_fail <= 1;
				end
				else if ( count1 == 1) begin
					if(d == memory) pass_or_fail <= 0 ; 
					else pass_or_fail <= 1;
				end
				else if ( count1 == 3) begin
					if(d == memory) pass_or_fail <= 0 ; 
					else pass_or_fail <= 1;
				end
				else pass_or_fail <= 0 ;
			end
			else if(C_STATE == S3) begin
				if(d == memory) pass_or_fail <= 0 ; 
				else pass_or_fail <= 1;
			end
			else if(C_STATE == S5) begin
				if(d == memory) pass_or_fail <= 0 ; 
				else pass_or_fail <= 1;
			end
			else if(C_STATE == DONE) begin
				if(d == memory) pass_or_fail <= 0 ; 
				else pass_or_fail <= 1;
			end
			else pass_or_fail <= 0 ;
		end
		else pass_or_fail <= 0 ; 
	end
	else pass_or_fail <= 0 ;
end
always@(posedge clk) 
begin
	if (!rst_n) begin
		count <= 1'bx;
	end
	else if(C_STATE == S2)begin
		if(a == 0) count <= 0  ;
		else count <= count + 1 ;
	end
	else if(C_STATE == S5) begin
		if(a== 0) count <= 0  ;
		else count <= count + 1 ;
	end
	else if(C_STATE == DONE) count <= 1'bx;
	else count <= count;
end
always@(posedge clk) 
begin
	if (!rst_n) begin
		address_compare <= 4'bx;
	end
	else if(C_STATE == S3)begin
		address_compare <= a;
	end
	else if(C_STATE == S5)begin
		address_compare <= count;
	end
	else if(C_STATE == S2)begin
		if(count1 == 3) address_compare <= count;
	end
	else if(C_STATE == DONE)begin
		if(count1 == 6) address_compare <= count;
	end
	else address_compare <= address_compare;
end
always@(posedge clk) begin
	if(tester == 0) begin ;
		if (!rst_n) begin
			test_down <= 0;
		end
		else if(C_STATE == DONE)begin
			if(address_compare == 14) test_down <= 0;
			else test_down <= 1;
		end
		else test_down <= 0;
	end
	else test_down <= 1;	
end
endmodule

===== /design/flow/run.sh =====
#!/bin/bash
# OpenROAD 26Q1-2900-gdf79404cd8, Yosys 0.63+post, stock flow scripts
make -C /OpenROAD-flow-scripts/flow DESIGN_CONFIG=/design/flow/config.mk WORK_HOME=/design/flow/orfs finish

===== /design/flow/config.mk =====
export PLATFORM = sky130hd
export DESIGN_NAME = BIST_MARCH
export DESIGN_NICKNAME = BIST_MARCH
export VERILOG_FILES = /design/flow/design.v
export SDC_FILE = /design/flow/constraint.sdc
export NUM_CORES = 4
export LEC_CHECK = 1
export CORE_UTILIZATION = 40

===== /design/flow/constraint.sdc =====
current_design BIST_MARCH

set clk_period 2.6
set clk_io_pct 0.2

create_clock -name clk0 -period $clk_period [get_ports {clk}]

set non_clock_inputs [all_inputs -no_clocks]
set_input_delay [expr $clk_period * $clk_io_pct] -clock clk0 $non_clock_inputs
set_output_delay [expr $clk_period * $clk_io_pct] -clock clk0 [all_outputs]

==> summary.txt <==
yosys + openroad results -> Post-DRT Antenna Nets 0, yosys stat cell total approximately 190, area of the core 4350 µm², number of gates resized after cts 0, final setup violation count 0, most used flip-flop cell after synthesis dfxtp_1, final WL ~3.7 mm, clk root buf clkbuf_8, highest routed layer met4, weighted congestion reported at the end of routability-driven placement 0.884, fraction of layout instances using a drive strength above 1 11.0%, number of cell rows 24, Hold Startpoint c[0]$_SDFFE_PP0P_, total clock sinks 36, most used logic cell in the final layout dfxtp_1, async set-or-reset flop fraction in the synthesized netlist 0%, Yosys warnings 1, required time at the endpoint of the critical path 2.56 ns, cell area power density between 600 and 700 nW/µm², worst hold-check path type reg -> reg, signal arrival time at the worst endpoint ~2.3 ns, yosys stat chip area around 1800 µm², 1st-pass router iterations 4, Final Worst Setup Slack 0.229 ns, mean instance size in the synthesized netlist 9.55 µm², number of enable flip-flop cells 7, TritonCTS clock tree done, post-synth design cell area 1820 µm², count of buffers from port buffering 14, per-cell routed wire length about 14 µm, startpoint of the worst register-to-register path a[0]$_SDFFE_PN0P_, end of the worst register-to-register path test_pattren[0]$_SDFFCE_PP0P_, Top cells excl fill/tap dfxtp_1, nor2_1, o21ai_0, clkdlybuf4s50_1, nand2_1, RSZ-0062 raised after global routing false, final HPWL from detailed placement 2.66 mm, part of the Yosys area used for sequential elements between 40% and 50%, static leakage 0.802 nW, r2r setup slk 0.23 ns, worst setup slack before clock tree synthesis 0.251 ns, Cells after Synth 191, number of antenna violations at the first check in global routing 0, run status finished, final reports clean, number of warnings in the stage logs 29, Avg Vias per Cell 5.39, Critical Path End Type flop, chip area 4830 µm², ordered list of cells on the worst path ha_1 > nand3_1 > o31ai_1 > a31o_4 > nand2_1 > o21ai_0, max capacitance violation total 0, detailed router's first-iteration violation count 59, worst ir drop on vdd about 0.00057 V, final hold viol count 0, total routed wire length on the met1 layer approximately 2 mm, number of distinct standard cells referenced by the synthesized netlist 48, Area growth syn-to-layout 16.1%, overall routing resource usage between 10% and 20%, top cell family by delay on the critical path AND-OR/OR-AND gates, aggregate negative setup slack 0 ns, vertical extent of the die roughly 70 µm, number of buffers added by the clock tree synthesis step 5, stage delay of the slowest cell on the critical path 0.53 ns, clock-pin slew on the worst setup and hold paths 0.07 ns, CTS hold repair buffers 0, Clock H-tree levels 2, routed via count about 1,400, total global routing overflow 0, highest net fanout along the worst path 8, number of cells on the worst hold path 1, count of boundary I/O pins 15, maximum buffer depth of the clock tree 2, achievable clock frequency 422 MHz, Pins Over Slew Limit 0, Setup Fix Bufs, Post-CTS 0, pin slew with the least headroom to its limit 0.544 ns, final clock period utilization by the worst path 91.2%, number of antenna cells inserted 0, Clock Latency Late Sink roughly 0.28 ns, hold worst-path end d[0]$_SDFF_PN0_, sum of met2 wire segment lengths after detailed routing 1.52 mm, global-route wire length before repair 6.65 mm, CP max-delay cell o31ai_1, worst slew margin relative to its limit 63.4%, worst setup path class reg -> reg, number of synthesized register bits 36, number of global-route vias before repair between 1,000 and 1,500, die width roughly 70 µm, Critical Path Start Type flop, r2r worst-path depth 6, count of buffering cells on the critical path with inverters included 0, # DRC 0, Core Util at FP 41.9%, maximum number of pins on one net before global-route repair 15, Routed met3 length 150 µm, shortest period the worst path allows 2.37 ns, clk_skew 0.00491 ns
==> power breakdown <==
group / internal, mW / total (mW) / switching, mW
clock: 0.284 / 0.471 / 0.187
combinational: 0.102 / 0.199 / 0.0970
sequential: 0.597 / 0.622 / 0.0253
==> worst reg2reg max path, stage by stage (launching register included) <==
cell	delay (ns)
dfxtp_1	0.44
ha_1	0.24
nand3_1	0.25
o31ai_1	0.53
a31o_4	0.26
nand2_1	0.07
o21ai_0	0.27
==> registers in the layout (all words and copies together) (netlist names), named ones only <==
name / count
count: 4
test_down: 1
pass_or_fail: 1
a: 4
C_STATE: 7
address_compare: 4
test_pattren: 2
count1: 4
c: 2
cs_n_march: 1
we_n_march: 1
d: 2
==> stage by stage <==
stage	total power, mW	hold WS [ns]	utilization (%)	cell area (µm²)	cells
after detailed placement	0.832	0.459	46.2	2010	253
after global routing	1.36	0.498	48.6	2120	261
after floorplan	0.758	0.430	-	1820	191
after global placement	0.828	0.456	46.2	2010	253
after CTS	1.30	0.474	48.6	2120	261
final	1.29	0.469	48.6	2120	261
==> final cells by class <==
class	count	area [µm²]
Fill cell	374	2240
Multi-Input combinational cell	141	970
Sequential cell	36	791
Timing Repair Buffer	16	155
Clock buffer	6	72.6
Tap cell	52	65.1
Clock inverter	2	35.0
Inverter	8	30.0
==> cell usage after synthesis, types with 4 or more instances <==
| cell | count | share of area [%] |
|---|---|---|
| nand3b_1 | 4 | 1.6 |
| nand2_1 | 12 | 2.5 |
| and2_1 | 7 | 2.4 |
| edfxtp_1 | 7 | 12 |
| dfxtp_1 | 29 | 32 |
| a21boi_0 | 4 | 1.6 |
| nor3_1 | 6 | 1.6 |
| a31oi_1 | 5 | 1.7 |
| nor2b_1 | 7 | 2.4 |
| nand3_1 | 4 | 1.1 |
| nor2_1 | 14 | 2.9 |
| inv_1 | 8 | 1.6 |
| xnor2_1 | 4 | 1.9 |
| ha_1 | 7 | 4.8 |
| mux2_2 | 4 | 2.5 |
| clkbuf_1 | 4 | 0.82 |
| o21ai_0 | 14 | 3.8 |
| xor2_1 | 4 | 1.9 |
| or3_1 | 6 | 2.1 |
==> cells by family after synthesis <==
group           synth area share [%]
buf+inv                         3.50
fa+ha+maj                       4.80
mux                             3.57
compound gates                  17.4
xor+xnor                        3.84
flops                           43.3
simple gates                    23.6
==> how the worst max path moves through the flow <==
stage	startpoint	to	slack (ns)	cells after the start
4_1_cts	a[0]$_SDFFE_PN0P_	test_pattren[1]$_SDFFCE_PP0P_	0.25	6
5_1_grt	a[0]$_SDFFE_PN0P_	test_pattren[0]$_SDFFCE_PP0P_	0.05	6
6_report	a[0]$_SDFFE_PN0P_	test_pattren[0]$_SDFFCE_PP0P_	0.23	6
==> metal layers <==
layer	track usage [%]	up-vias
met5	0	-
met4	2.04	0
met3	2.51	4
met2	24.1	33
met1	30.0	645
li1	-	724
Power figures rest on the tool's default switching activity, not on a simulated workload.
