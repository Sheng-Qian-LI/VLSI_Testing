[flow/design.v]
module BIST_checkerboard(
	clk, 
	rst_n,
	memory,
	tester,
	we_n_cb, 
	cs_n_cb, 
	aa, 
	test_pattren, 
	pass_or_fail, 
	test_down
);
input clk; 
input rst_n;
input [1:0]memory;
input tester;
output we_n_cb;
output cs_n_cb;
output [3:0] aa;
output reg[1:0]test_pattren;  
output reg pass_or_fail;
output reg test_down;
reg[2:0]  C_STATE , next_state;
reg we_n_cb ;
reg cs_n_cb ;
reg [3:0] a;
reg[4:0] b;
reg[1:0] c ;
reg[1:0] d ;
reg[3:0] count ;  
reg[3:0] count1 ;  
reg[3:0] address_compare ;
reg[3:0] address_compare_2 ;
parameter START = 2'b00;
parameter S1 = 2'b01;       
parameter S2 = 2'b10;        
parameter DONE = 2'b11;
always@(posedge clk) begin
	if (!rst_n) begin
		C_STATE <= START;
	end
	else begin
		C_STATE <= next_state;
	end
end
always @(*) begin
	case(C_STATE)
		START : if(a == 0) next_state = S1;
				else next_state = START;
		S1 : if(a == 15) next_state = S2;
			 else if (a < 16) next_state = S1;
			 else next_state = S1;
		S2 : if(a == 15 && b ==1) next_state = S1;
			 else if(a == 15 && b ==2) next_state = DONE;
			 else if(a < 16 ) next_state = S2;
			 else next_state = DONE;
		DONE : next_state = DONE;
		default next_state = C_STATE;
	endcase
end
always@(posedge clk) begin
	if (!rst_n) begin
		a <= 0;
	end
	else if(C_STATE == START)begin
		if(next_state == S1) a <= 0;
		else a <= a;
	end
	else if(C_STATE == S1)begin
		a <= a + 1;
	end
	else if(next_state == S1)begin
		if(C_STATE == S2 ) a <= 0;
		else  a <= a + 1;
	end
	else if(next_state == S2)begin
		if(C_STATE == S1 ) a <= 0;
		else  a <= a + 1;
	end
	else if(next_state == DONE)begin
		a <= a;
	end
	else a <= a;
end
always@(posedge clk) begin
	if (!rst_n) begin
		b <= 0;
	end
	else if (C_STATE == START) b <= 0;
	else if(next_state == S1) b <= b;
	else if(next_state == S2 && a==15) b <= b + 1 ;
	else if(next_state == DONE) b <= b;
	else b <= b;
end
always@(posedge clk) begin
	if (!rst_n) begin
		we_n_cb <= 0;
		cs_n_cb <= 0;
	end
	else if(C_STATE == START)begin
		we_n_cb <= 0;
		cs_n_cb <= 0;
	end
	else if(next_state == S1)begin
		we_n_cb <= 0;
		cs_n_cb <= 0;
	end
	else if(next_state == S2)begin
		we_n_cb <= 1;
		cs_n_cb <= 0;
	end
	else if(next_state == DONE)begin
		cs_n_cb <= 0;
	end
	else begin
		cs_n_cb <= 0;
		we_n_cb <= we_n_cb;
		end
end
always@(posedge clk) begin
	if (!rst_n) begin
		test_pattren <= 2'b0;
	end
	else if(C_STATE == START)begin
		test_pattren <= 2'b0;
	end
	else if(next_state == 1 && a==15)begin
		test_pattren <= 2'b11;
	end
	else if(C_STATE == S1)begin
		if(c == 0)begin
			if(a == 1 || a == 7 || a==4 || a==6 || a==9  || a==12 || a==14) test_pattren <= 2'b0;
			else test_pattren <= 2'b11;
		end
		else if(c == 1)begin
			if(a == 0 || a == 2 || a==3 || a==5 || a==8 || a==10 || a==11 || a==13) test_pattren <= 2'b0;
			else test_pattren <= 2'b11;
		end
		else test_pattren <= test_pattren;
	end
	else if(next_state == S2)begin
		test_pattren <= 2'bx;
	end
	else if(next_state == DONE)begin
		test_pattren <= test_pattren;
	end
	else test_pattren <= 0;
end
always@(posedge clk) begin
	if (!rst_n) begin
		c <= 0; 
	end
	else if(C_STATE == START)begin
		c <= 0;
	end
	else if(C_STATE == S1)begin
		c <= c;
	end
	else if(C_STATE == S2)begin
		if(next_state == S1) c <= 1;
		else  c <= c;
	end
	else if(next_state == DONE)begin
		c <= 0;
	end
	else c <= c;
end
always@(posedge clk) begin
	if (!rst_n) begin
		d <= 0 ; 
	end
	else if(C_STATE == START)begin
		d <= 0 ;
	end
	else if(C_STATE == S2)begin
		if(c == 0)begin
			if(a == 0 || a == 2 || a==5 || a==7 || a==8 || a==10 || a==13 || a==15) d <= 2'b0;
			else d <= 2'b11;
		end
		else if(c == 1)begin
			if(a == 1 || a == 3 || a==4 || a==6 || a==9 || a==11 || a==12 || a==14) d <= 2'b0;
			else d <= 2'b11;
		end
		else d <= d;
	end
	else if(next_state == DONE)begin
		d <= d;	
	end
	else d <= d;
end
always@(posedge clk) 
begin
	if (!rst_n) begin
		address_compare <= 4'bx;
	end
	else if(C_STATE == S1)begin
		if(b ==1) address_compare <= 0;
		else address_compare <= address_compare;
	end
	else if(C_STATE == S2)begin
		address_compare <= a ;
	end
	else if(C_STATE == DONE)begin
		address_compare <= address_compare;
	end
	else address_compare <= address_compare;
end
always@(posedge clk) 
begin
	if (!rst_n) begin
		address_compare_2 <= 4'bx;
	end
	else if(C_STATE == S2)begin
		address_compare_2 <= address_compare ;
	end
	else if(C_STATE == DONE)begin
		address_compare_2 <= address_compare;
	end
	else address_compare_2 <= address_compare;
end
always@(posedge clk) begin
	if(tester == 0 ) begin
		if (!rst_n) begin
			pass_or_fail <= 0 ; 
		end
		else if(C_STATE == S1) begin
			if(b ==1 && a==0)begin
				if(d == memory ) pass_or_fail <= 0 ; 
				else pass_or_fail <= 1;
			end
			else pass_or_fail <= 0;
		end
		else if(C_STATE == S2)begin
			if(a > 0)begin 
				if(d == memory) pass_or_fail <= 0 ; 
				else pass_or_fail <= 1;
			end
			else pass_or_fail <= 0 ;
		end
		else if(C_STATE == DONE) begin
			if(c == 1)begin
				if(d == memory) pass_or_fail <= 0 ; 
				else pass_or_fail <= 1;
			end
			else pass_or_fail <= 0;
		end
		else pass_or_fail <= 0 ; 
	end
	else pass_or_fail <= 0 ;
end
always@(posedge clk) begin
	if(tester == 0)begin
		if (!rst_n) begin
			test_down <= 0;
		end
		else if(C_STATE == DONE)begin
			if(address_compare_2 == 15) test_down <= 1;
			else test_down <= 0;
		end
		else test_down <= 0;
	end
	else test_down <= 1;
end
assign aa = a;
endmodule
[flow/run.sh]
#!/bin/bash
# OpenROAD 26Q1-2900-gdf79404cd8, Yosys 0.63+post, stock flow scripts
make -C /OpenROAD-flow-scripts/flow DESIGN_CONFIG=/design/flow/config.mk WORK_HOME=/design/flow/orfs finish
[flow/config.mk]
export PLATFORM = sky130hd
export DESIGN_NAME = BIST_checkerboard
export DESIGN_NICKNAME = BIST_checkerboard
export VERILOG_FILES = /design/flow/design.v
export SDC_FILE = /design/flow/constraint.sdc
export NUM_CORES = 4
export LEC_CHECK = 1
export CORE_AREA = 10 10 98 98
export DIE_AREA = 0 0 108 108
[flow/constraint.sdc]
current_design BIST_checkerboard

set clk_period 3.5
set clk_io_pct 0.2

create_clock -name clk0 -period $clk_period [get_ports {clk}]

set non_clock_inputs [all_inputs -no_clocks]
set_input_delay [expr $clk_period * $clk_io_pct] -clock clk0 $non_clock_inputs
set_output_delay [expr $clk_period * $clk_io_pct] -clock clk0 [all_outputs]
==> impl_metrics.json <==
{
  "r2r_start": "a[1]",
  "vias": 1247,
  "final-setup-viol-count": 0,
  "cp_max_fo": 10,
  "logic_area_sq_um": 807,
  "regArea_sq_um": 641,
  "crit_slowest_cell": "a21oi_2",
  "vdd_drop_max_mv": 0.174,
  "grt_pass1_wl_microns": 5740,
  "hold_viol_final": 0,
  "die_h_microns": 108,
  "place_area_sq_um": 1740,
  "slew_violations": 0,
  "reg2reg_to": "a[3]",
  "ios": 15,
  "r2r_cells": 7,
  "crit_end": "a[3]",
  "core_sq_um": 7650,
  "synth_area_sq_um": 1530,
  "cts_root_buf": "clkbuf_8",
  "die_width_microns": 108,
  "hold_buffers": 0,
  "crit_chain": "ha_1, and3_1, nand2_1, a21oi_2, a21oi_1, o211a_1, a221o_1",
  "ys_sh_simple": 0.251,
  "relSlewSlack": 0.515,
  "synth_xor_xnor_area_share": 0.0286,
  "synthArstFlopShare": 0,
  "hold_class": "flop to flop",
  "drc_errors": 0,
  "post_cts_buffers": 0,
  "detailedPlace.worstSlack_ns": 0.878,
  "ys_sh_aoi": 0.180,
  "h-tree-depth": 2,
  "status": "complete, no violations",
  "whs_ns": 0.341,
  "skew_ns": 0.00579,
  "lay_top_cells": "26 x dfxtp_1, 18 x nor2_1, 13 x nand2_1, 13 x clkdlybuf4s50_1, 10 x a21oi_1",
  "cts_tree": "yes",
  "port-buffer-count": 13,
  "syn_area_per_cell_sq_um": 9.12,
  "grt_pass1_vias": 1187,
  "ys_cells": 168,
  "fin_area_sq_um": 1850,
  "clkTransAtPathRegs_ns": 0.06,
  "muxShareOfSynthArea": 0.00735,
  "max_cap_viol_count": 0,
  "cts_buffer_depth": 2,
  "grt_usage": 0.0583,
  "final.setup.tns_ns": 0,
  "ys.flops": 30,
  "ctsResizeCount": 0,
  "yosys_area_sq_um": 1530,
  "num_rows": 32,
  "n_antenna_cell": 0,
  "cts_buffers": 5,
  "power_density_nw_per_um2": 427,
  "ys.warnings.count": 1,
  "p_comb_frac": 0.092,
  "fin_crit_ns": 2.69,
  "critPathMaxStageDelay_ns": 0.45,
  "critical_path.startpoint": "a[1]",
  "crit_arrival_ns": 2.86,
  "min_period_over_period": 0.769,
  "syn_inst": 168,
  "fill_cells": 818,
  "crit_path_start_kind": "flop",
  "edf_count": 4,
  "endpoint_kind": "flop",
  "topCombFamilyByArea": "simple AND/OR/NAND/NOR gates",
  "place_hpwl_microns": 2400,
  "p_clk_frac": 0.429,
  "rsz0062_at_grt": "false",
  "grt_remaining_overflow": 0,
  "ys_sh_adder": 0.0571,
  "grt_max_degree": 22,
  "p_int_w": 0.000609,
  "ys.flop_type": "dfxtp_1",
  "vias_per_cell": 4.41,
  "clkLatencyLatePin_ns": 0.28,
  "ys_types": 49,
  "mostFrequentLayoutCell": "dfxtp_1",
  "dr.pass1.iters": 4,
  "max_freq_ghz": 0.371,
  "ys_seq_share": 0.418,
  "r2r_slack_ns": 0.81,
  "initial_core_util": 0.200,
  "chip_area_sq_um": 11700,
  "worstMarginPinSlew_ns": 0.717,
  "antenna_left": 0,
  "cp.required_ns": 3.67,
  "routabilityCongestion": 0.809,
  "p_leak_nw": 0.715,
  "drive_gt1_frac": 0.0994,
  "warning_count": 30,
  "antenna_found_initial": 0,
  "cts.sinks": 30,
  "seq_power_share": 0.479,
  "syn_to_final_growth_pct": 20.6,
  "post_drt_wl_per_cell_microns": 11.7,
  "p_sw_frac": 0.229,
  "setup_ws_ns": 0.807,
  "path_class": "flop to flop",
  "p_sw_w": 0.000181,
  "totalWireLength_microns": 3310,
  "drtIter0Drc": 81
}
-- registers in the layout, summed over array words and instances (netlist names), named ones only --
signal / count
d: 1
C_STATE: 4
test_down: 1
address_compare: 4
test_pattren: 1
we_n_cb: 1
a: 4
pass_or_fail: 1
b: 5
address_compare_2: 4
c: 2
-- worst max-delay path: cells and delay by family (launching register included) --
family	cells	cell delay (ns)
simple gates	2	0.59
flops	1	0.42
compound gates	4	1.20
fa+ha+maj	1	0.37
-- synthesized netlist by cell type, types with 2 or more instances --
library cell | instances | share of area
buf_6 | 2 | 0.015
dfxtp_1 | 26 | 0.34
a21oi_1 | 10 | 0.033
a21bo_2 | 2 | 0.013
nor4b_1 | 2 | 0.011
nand2_1 | 13 | 0.032
a211oi_1 | 4 | 0.020
nor3_1 | 3 | 0.0098
edfxtp_1 | 4 | 0.078
or3_1 | 2 | 0.0082
a22o_1 | 2 | 0.011
and3_1 | 6 | 0.024
nand4_1 | 4 | 0.016
inv_1 | 7 | 0.017
ha_1 | 7 | 0.057
nand3_1 | 5 | 0.016
buf_4 | 2 | 0.0098
clkbuf_1 | 2 | 0.0049
xor2_1 | 4 | 0.023
nand2b_1 | 3 | 0.012
a31oi_1 | 3 | 0.012
buf_2 | 2 | 0.0065
nor2_1 | 18 | 0.044
o21ai_0 | 5 | 0.016
nor2b_1 | 5 | 0.020
or2_2 | 2 | 0.0082
-- metrics by stage --
stage	util	total power [W]	cells
after floorplan	-	0.000431	168
after global placement	0.227	0.000458	275
after detailed placement	0.227	0.000459	275
after CTS	0.242	0.000796	283
after global routing	0.242	0.000827	283
final	0.242	0.000790	283
-- metal layers --
| layer | GRT usage | wire length (microns) | vias to the layer above |
|---|---|---|---|
| met2 | 0.0875 | 1400 | 36 |
| met1 | 0.0818 | 1580 | 584 |
| met4 | 0.0124 | 88 | 0 |
| met5 | 0 | 0 | - |
| li1 | - | - | 622 |
| met3 | 0.0169 | 248 | 5 |
-- cell families (layout without fill, tap and decap cells) --
family,after synthesis,count (layout)
xor gates and xnor gates,5,5
and+or+nand+nor,70,70
adders and majority gates,7,7
buffers and inverters,16,29
AOI/OAI and AO/OA,38,38
muxes,1,1
other,1,1
DFF,30,30
-- worst min path at each step --
stage,start,to,slack [ns],cells past startpoint
after CTS,address_compare[2],address_compare_2[2],0.34,0
final,address_compare[2],address_compare_2[2],0.34,0
after global routing,address_compare[2],address_compare_2[2],0.35,0
-- layout make-up --
class	count	area share
multi-input combinational	122	0.437
sequential	30	0.347
timing repair buffer	14	0.0745
tap	102	0.0691
clock buffer	5	0.0372
clock inverter	3	0.0217
inverter	7	0.0142
-- power by group through the flow --
| stage | Combinational, W | Sequential [W] | Clock (W) |
|---|---|---|---|
| finish | 0.0000727 | 0.000378 | 0.000339 |
| global route | 0.0000811 | 0.000381 | 0.000365 |
| CTS | 0.0000732 | 0.000379 | 0.000344 |
No activity file was given, so power comes from the tool's default toggle rates.
